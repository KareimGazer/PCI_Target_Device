[design/flow/run.sh]
#!/bin/bash
# OpenROAD 26Q1-2900-gdf79404cd8, Yosys 0.63+post, stock flow scripts
make -C /OpenROAD-flow-scripts/flow DESIGN_CONFIG=/design/flow/config.mk WORK_HOME=/design/flow/orfs finish
[design/flow/config.mk]
export PLATFORM = sky130hd
export DESIGN_NAME = Storage
export DESIGN_NICKNAME = Storage
export VERILOG_FILES = /design/flow/design.v
export SDC_FILE = /design/flow/constraint.sdc
export NUM_CORES = 4
export LEC_CHECK = 1
export CORE_UTILIZATION = 30
[design/flow/constraint.sdc]
current_design Storage

set clk_period 12.6
set clk_io_pct 0.2

create_clock -name clk0 -period $clk_period [get_ports {clock}]

set non_clock_inputs [all_inputs -no_clocks]
set_input_delay [expr $clk_period * $clk_io_pct] -clock clk0 $non_clock_inputs
set_output_delay [expr $clk_period * $clk_io_pct] -clock clk0 [all_outputs]
[design/flow/design.v]
`timescale 1ns / 1ps
module Storage(data_out, RF_FULL, BUFF_FULL, STATUS, clock, BURST_MODE, BE, data_in, CMD, RESET, address);
input [31:0] data_in;
input [3:0] BE;
input [2:0] CMD;
input RESET, BURST_MODE, clock;
input [2:0] address;
output reg [2:0] STATUS;
output reg RF_FULL, BUFF_FULL;
output reg [31:0] data_out;
parameter [1:0] READ=2'b00, WRITE=2'b01, DETERM=2'b10;  
parameter [2:0] READING=3'b000, WRITING=3'b001, MAT_OP=3'b010, IDLE=3'b011;
reg [1:0] read_address;
reg [2:0] write_BUFF_address;
reg [1:0] write_RF_address;
reg [31:0] reg_file [0:7];
reg [31:0] data_masked;
wire [31:0] EBE, EBEn;
assign EBE = {{8{BE[3]}}, {8{BE[2]}}, {8{BE[1]}}, {8{BE[0]}}};
assign EBEn = ~EBE;
always @(write_RF_address) begin RF_FULL = (write_RF_address == 2) ? 1: 0; end
always @(write_BUFF_address) begin BUFF_FULL = (write_BUFF_address == 7) ? 1: 0; end
always @(negedge clock or posedge RESET) begin
    if(RESET) begin
        STATUS <= IDLE;
        data_out <= 32'bz;
        RF_FULL <=0;
        BUFF_FULL <=0;
        write_RF_address<=0;
        read_address <=0;
        write_BUFF_address <= 4; 
    end
    else begin
        if(CMD==WRITE) begin
            STATUS = WRITING;
            data_out = 32'bz;
            write_RF_address = (BURST_MODE==1) ? write_RF_address + 1 : address[1:0];
            data_masked = ((EBEn) & (reg_file[write_RF_address])) | ((EBE) & (data_in));
            reg_file[write_RF_address] = data_masked;
        end
        else if(CMD==READ) begin
            STATUS = READING;
            read_address = (BURST_MODE==1) ? read_address + 1 : address;
            data_out =  reg_file[read_address];
        end
        else if(CMD==DETERM) begin
            STATUS = MAT_OP;
            data_out = 32'bz;
            RF_FULL=0;
            write_BUFF_address = (BURST_MODE==1) ? (write_BUFF_address % 7) + 4 : address;
            reg_file[write_BUFF_address] = ( reg_file[0] * reg_file[3]) - ( reg_file[1] * reg_file[2]);
        end
        else begin
            STATUS <= IDLE;
            data_out <= 32'bz;
        end
    end
end
endmodule
==> flow_summary.json <==
{
  "status": "finished, final reports clean",
  "avgSynthCellArea_um2": 9.88,
  "yosysChipArea_um2": 39700,
  "cts_num_sinks": 169,
  "routed-via-count": 28200,
  "reg2reg_from": "reg_file[0][4]",
  "io_buffers": 78,
  "finClkSkew_ps": 71.8,
  "insertion_delay_ps": 490,
  "drcViolationCount": 0,
  "path_clk_slew_ps": 50,
  "cts-resized-gates": 0,
  "timing.critical_path.mode_cell": "buf_4",
  "reg2reg_depth": 26,
  "cpLargestDelayFamily": "buffers and inverters",
  "path_buffers": 3,
  "grt.total_usage_pct": 22.3,
  "grt_overflow": 0,
  "hold_violations": 0,
  "drv_cap": 0,
  "grt_pass1_vias": 31500,
  "rows": 133,
  "syn_inst": 4016,
  "grt_setup_unrepaired": "false",
  "hp-class": "register to register",
  "postSynthSeqShare_pct": 12.3,
  "fin_tns_setup_ps": 0,
  "cts_root_buf": "clkbuf_16",
  "critPathSlowestCell": "a21oi_4",
  "ys_warn_count": 10,
  "tightestPinTransition_ps": 965,
  "synth.top_cells.by_area": "fa_1 (44%), edfxtp_1 (9.7%), inv_1 (8.8%)",
  "dr.first_iter.drc_count": 1301,
  "globalplace.congestion": 1.01,
  "top_cell_area_share_pct": 44.2,
  "reg2reg_slack_ps": 2650,
  "grt_max_degree": 54,
  "ios": 82,
  "tool_warnings": 157,
  "r2r_end": "reg_file[0][28]",
  "die_y_um": 366,
  "grt_antenna_before_repair": 11,
  "drtAntennaViolNets": 0,
  "postCtsHoldBufs": 0,
  "dp_hpwl_um": 105000,
  "syn2layout_area_growth_pct": 10.5,
  "netlist_area_um2": 39700,
  "worstPathMaxFanout": 12,
  "synth_flops": 169,
  "cts_buffers": 17,
  "clockBufferDepth": 2,
  "drive_gt1_share_pct": 5.60,
  "drv_slew": 0,
  "edf_count": 128,
  "yosys_cells": 4016,
  "hold_path.startpoint": "write_RF_address[1]",
  "holdPathStages": 2,
  "routed_wl_um": 135000,
  "grt_pass1_wl_um": 206000,
  "floorplan.core_util_pct": 30.2,
  "cts_tree": "yes",
  "cp.arrival_ps": 5320,
  "synth.distinct_cells": 53,
  "holdPathEnd": "write_RF_address[1]",
  "cts_setup_buffers": 0,
  "finalHoldWorstSlack_ps": 454,
  "crit_required_ps": 6460,
  "vias_per_cell": 4.77,
  "core_area_um2": 131000,
  "max_stage_delay_ps": 610,
  "async_reset_ff_share_pct": 24.3,
  "critPathLaunchType": "input pin",
  "cp.depth": 9,
  "htree_levels": 4,
  "ys.flop_type": "edfxtp_1",
  "yosysTopAreaCell": "fa_1",
  "post_drt_wl_per_cell_um": 22.9,
  "crit_chain": "clkdlybuf4s50_1 > buf_4 > nor2_1 > a21oi_4 > buf_4 > mux4_2 > nor2b_1 > a211oi_1 > a21oi_1",
  "die_x_um": 366,
  "critPathKind": "input pin to register",
  "dr.pass1.iters": 5,
  "finalSetupViolCount": 0,
  "dieArea_um2": 134000,
  "critPathCaptureType": "register",
  "relSlewSlack_pct": 35.7
}
==> tightest hold or removal path, cell delays in order, from the launching register on <==
cell     delay, ps
dfrtn_1        420
nand2_1         50
o21ai_0         60
==> flip-flops by register name, summed over array words and instances (netlist names) <==
name                cells
write_RF_address        2
read_address            2
data_out               32
reg_file              128
STATUS                  2
write_BUFF_address      3
==> layer usage <==
metal	wire, µm	GRT usage, %	up-vias
met5	255	0.890	-
met4	5490	6.82	16
met3	25300	17.7	309
met2	59100	32.1	1569
met1	45100	25.1	14300
li1	-	-	12000
==> worst max path at each step <==
stage	from	to	slack, ps
5_1_grt	BURST_MODE	reg_file[1][17]	1000
6_report	BURST_MODE	reg_file[2][17]	1150
4_1_cts	BURST_MODE	reg_file[2][17]	1180
==> cells in the mapped netlist, drive strengths merged (24+ instances only) <==
library cell and count:
mux4 64, xnor2 123, inv 933, nand2 674
dfrtn 38, xor2 26, ha 279, fa 877
clkbuf 207, a21oi 44, and2 428, o21ai 35
edfxtp 128, mux2i 24
==> through the flow <==
step / instances / cell area [µm²] / utilization [%] / worst slack, ps
final: 5901 / 43800 / 33.4 / 1150
after floorplan: 4018 / 39700 / - / 940
after detailed placement: 5736 / 42700 / 32.5 / 711
after global routing: 5898 / 43800 / 33.4 / 1000
after CTS: 5898 / 43800 / 33.4 / 1180
after global placement: 5736 / 42700 / 32.5 / 717
==> area by class of cell <==
cell class	count	area, µm²
Clock inverter	146	693
Sequential cell	169	4870
Clock buffer	17	425
Tap cell	1755	2200
Fill cell	13200	87400
Timing Repair Buffer	190	1630
Inverter	932	3500
Antenna cell	3	7.51
Multi-Input combinational cell	2689	30500
==> cells in the final DEF, fill, tap and decap left out, types with 5 or more instances in the layout <==
cell type | netlist | final
a211oi_1 | 9 | 9
a21o_1 | 13 | 13
a21oi_1 | 43 | 41
a31oi_1 | 6 | 6
and2_1 | 427 | 427
buf_4 | 3 | 111
clkbuf_16 | 0 | 17
clkdlybuf4s50_1 | 0 | 78
dfrtn_1 | 38 | 38
edfxtp_1 | 128 | 128
fa_1 | 877 | 877
ha_1 | 279 | 279
inv_1 | 933 | 1062
inv_12 | 0 | 5
mux2_2 | 8 | 8
mux2i_1 | 23 | 23
mux4_2 | 64 | 64
nand2_1 | 674 | 673
nand3_1 | 6 | 6
nor2_1 | 22 | 18
nor2b_1 | 9 | 9
o21ai_0 | 27 | 27
o21ai_1 | 7 | 7
o21bai_1 | 5 | 5
xnor2_1 | 122 | 122
xor2_1 | 26 | 26
==> cell families (layout without fill, tap and decap cells) <==
| group | after synthesis | after routing | share of synthesized area [%] |
|---|---|---|---|
| simple gates | 1155 | 1155 | 13.8 |
| buf+inv | 1160 | 1285 | 11.0 |
| xor+xnor | 151 | 151 | 3.42 |
| fa+ha+maj | 1156 | 1156 | 53.0 |
| mux | 96 | 96 | 4.47 |
| flops | 169 | 169 | 12.3 |
| other cells | 1 | 6 | 0.00945 |
| compound gates | 128 | 128 | 1.97 |
